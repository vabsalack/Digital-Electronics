### run.sh
#!/bin/bash
# OpenROAD 26Q1-2900-gdf79404cd8, Yosys 0.63+post, stock flow scripts
make -C /OpenROAD-flow-scripts/flow DESIGN_CONFIG=/design/flow/config.mk WORK_HOME=/design/flow/orfs finish
### config.mk
export PLATFORM = sky130hd
export DESIGN_NAME = deocder_4x16
export DESIGN_NICKNAME = deocder_4x16
export VERILOG_FILES = /design/flow/design.v
export SDC_FILE = /design/flow/constraint.sdc
export NUM_CORES = 4
export LEC_CHECK = 1
export CORE_AREA = 10 10 70 70
export DIE_AREA = 0 0 80 80
### constraint.sdc
current_design deocder_4x16

set clk_period 1.5
set clk_io_pct 0.2

create_clock -name clk0 -period $clk_period

set non_clock_inputs [all_inputs -no_clocks]
set_input_delay [expr $clk_period * $clk_io_pct] -clock clk0 $non_clock_inputs
set_output_delay [expr $clk_period * $clk_io_pct] -clock clk0 [all_outputs]
### design.v
`timescale 1ns / 1ps
module deocder_4x16(input en, input [3:0] in, output [15:0] out);
assign out = en ? 1 << in: 0;
endmodule
==> results_dict.tcl <==
# collected from the flow reports
set metrics [dict create \
    status "finished clean" \
    finalMaxSlewViolations 0 \
    maxCapViolCount 0 \
    syn_to_final_growth_pct 321 \
    fin_crit_ns 1.48 \
    final_cells 103 \
    slowest_delay_ns 0.40 \
    worst_pin_slew_ns 0.138 \
    initial_core_util_pct 3.52 \
    setup-violations-final 0 \
    yosysUniqueCellTypes 9 \
    switching_share_pct 43.2 \
    die_w_um 80 \
    relSlewSlack_pct 90.8 \
    avgSynthCellArea_sq_um 5.22 \
    utilization_pct 14.8 \
    fin_crit_sh_pct 98.6 \
    grt_max_degree 5 \
    syn_inst 23 \
    flops 0 \
    regArea_sq_um 0 \
    grt_pass1_vias 264 \
    end_kind "output pin" \
    setup_slack_ns 0.0206 \
    synth_seq_share_pct 0 \
    drt_iter0_drc 17 \
    io_pins 21 \
    p_per_area_nw_per_um2 159 \
    post-dp-hpwl_um 814 \
    p_sw_mw 0.0346 \
    p_comb_share_pct 100.0 \
    crit_slowest_cell "or3b_4" \
    cp.arrival_ns 1.18 \
    critical_path.max_fanout 4 \
    layout_top_cell "buf_4" \
    antenna_left 0 \
    core_area_sq_um 3420 \
    synth_chip_area_sq_um 120 \
    cp.required_ns 1.20 \
    grtUsageTotal_pct 2.70 \
    grt_first_pass_wirelength_mm 1.38 \
    antenna_found_initial 0 \
    gp_congestion 0.742 \
    syn-cell-area_sq_um 120 \
    die_area_sq_um 6400 \
    start_kind "input pin" \
    min_path_type "input pin to output pin" \
    die_h_um 80 \
    most-common-layout-cells "10 x buf_4, 9 x dlygate4sd2_1, 8 x nor2_1, 7 x buf_2, 5 x buf_6" \
    num_vias 289 \
    ys_cells 23 \
    fp-row-count 21 \
    critPathKind "input pin to output pin" \
    hold_slack_ns 0.970 \
    gr-total-overflow 0 \
    p_leak_nw 0.243 \
    first_pass_iters 2 \
    io_buffers 21 \
    worstPathCellList "buf_4, or3b_4, buf_6, nor3_2, buf_2" \
    drc 0 \
    p_total_mw 0.0801 \
    clock_power_share_pct 0 \
    fmax_mhz 676 \
    tool_warnings 33 \
    nClkBuffers 0 \
    ir_worst_vdd_uv 29.0 \
    seq_power_share_pct 0 \
    viasPerCell 2.81 \
    drt_wl_total_mm 1.03 \
    finalHoldViolCount 0 \
    power.internal_mw 0.0455 \
    diodes 0 \
    dp.cells 93 \
    filler_cell_count 388 \
    place_ws_ns -0.612 \
    yosysWarnings 0 \
    wire_per_inst_um 9.97 \
    drive_above_1_share_pct 61.4 \
]
==> worst max-delay path, delay by kind of cell <==
family | cells | cell delay [ns]
buffers and inverters | 3 | 0.38
and+or+nand+nor | 2 | 0.49
==> per-layer routing <==
| metal | routed length, um | vias up | share of wire, % | global-route usage (%) |
|---|---|---|---|---|
| met5 | 0 | - | 0 | 0 |
| li1 | - | 148 | - | - |
| met3 | 126 | 0 | 12 | 1.14 |
| met1 | 386 | 130 | 38 | 2.50 |
| met4 | 0 | 0 | 0 | 0 |
| met2 | 515 | 11 | 50 | 5.54 |
==> logic make-up after synthesis <==
family           synth area share, %
AND/OR/NAND/NOR                  100
==> worst paths after layout <==
path / depth (start not counted) / to / from / slack [ns]
worst min-delay path: 4 / out[1] / in[0] / 0.97
worst max-delay path: 5 / out[0] / in[2] / 0.02
==> cells in the mapped netlist <==
library cell / number / area [sq um]
or3b_4: 1 / 11.3
nor3_1: 3 / 15.0
nand2b_1: 2 / 12.5
nor2_1: 11 / 41.3
nand3_1: 1 / 5.00
nand2_1: 1 / 3.75
nand3b_1: 2 / 15.0
nor2_2: 1 / 6.26
nor3_2: 1 / 10.0
==> through the flow <==
step / cell area (sq um) / setup TNS, ns
5_1_grt: 505 / -0.00986
6_report: 505 / 0
3_3_place_gp: 410 / -7.99
4_1_cts: 484 / -0.00601
3_5_place_dp: 410 / -8.04
2_1_floorplan: 120 / 0
==> area by class of cell <==
cell class	count	area (sq um)	share of cell area [%]
timing repair buffer	34	275	54.5
tap	46	57.6	11.4
multi-input combinational	23	173	34.2
==> power by group through the flow <==
stage	Combinational [mW]	Sequential [mW]	Clock, mW
final	0.0801	0	0
after global routing	0.0863	0	0
after CTS	0.0749	0	0
==> timing repair <==
item | 4_1_cts | 5_1_grt
hold buffers | 0 | 0
resized | 60 | 5
endpoints found under the setup margin | 16 | 4
pin swaps | 13 | 2
setup buffers | 9 | 1
gates cloned | 0 | 0
No activity file was given, so power comes from the tool's default toggle rates.
