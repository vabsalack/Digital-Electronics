`flow/config.mk`:
```
export PLATFORM = sky130hd
export DESIGN_NAME = Modulo_10
export DESIGN_NICKNAME = Modulo_10
export VERILOG_FILES = /design/flow/design.v
export SDC_FILE = /design/flow/constraint.sdc
export NUM_CORES = 4
export LEC_CHECK = 1
export CORE_AREA = 10 10 70 70
export DIE_AREA = 0 0 80 80
```
`flow/constraint.sdc`:
```
current_design Modulo_10

set clk_period 1.0
set clk_io_pct 0.2

create_clock -name clk0 -period $clk_period [get_ports {clk}]

set non_clock_inputs [all_inputs -no_clocks]
set_input_delay [expr $clk_period * $clk_io_pct] -clock clk0 $non_clock_inputs
set_output_delay [expr $clk_period * $clk_io_pct] -clock clk0 [all_outputs]
```
`flow/design.v`:
```
`timescale 1ns / 1ps
module Modulo_10(input clk, 
					  input rstn,
					  output reg [3:0] out);
always @ (posedge clk)
begin
if (!rstn)
out <= 0;
else
begin
if (out == 9)
out <= 0;
else
out <= out + 1;
end
end
endmodule
```
`flow/run.sh`:
```
#!/bin/bash
# OpenROAD 26Q1-2900-gdf79404cd8, Yosys 0.63+post, stock flow scripts
make -C /OpenROAD-flow-scripts/flow DESIGN_CONFIG=/design/flow/config.mk WORK_HOME=/design/flow/orfs finish
```
==> impl_metrics.csv <==
group,metric,value,unit
run,cap_violations,0,
floorplanning,io_pins,6,
logic_synthesis,yosys.area_share.xor_xnor,0,
global_routing,antenna_found_initial,0,
global_routing,use_met3,0.0170,
logic_synthesis,syn_area,185,sq um
logic_synthesis,ys_seq_frac,0.432,
logic_synthesis,synth-area-yosys,185,sq um
global_routing,grt_first_pass_wirelength,841,microns
logic_synthesis,yosysCellCount,19,
clock_tree,root_buffer,"clkbuf_4",
route,antennaDiodeCount,0,
logic_synthesis,muxShareOfSynthArea,0,
route,wl,510,microns
final_timing,final_hold_viol_count,0,
global_routing,grt.busiest_layer,"met1",
floorplanning,die_h,80,microns
final_timing,maxSlewHeadroom,0.866,
global_routing,grt_pass1_vias,186,
final_timing,skew,4.62,ps
power_and_ir_drop,sequentialPowerShare,0.394,
logic_synthesis,edf_count,0,
power_and_ir_drop,power_density,1220,nW/um^2
placement,dp_hpwl,367,microns
logic_synthesis,ys_sh_adder,0.135,
clock_tree,clk_latency,230,ps
finish,nFillCells,402,
route,firstDrtPassIters,3,
logic_synthesis,yosysUniqueCellTypes,12,
floorplanning,fp_util,0.0542,
logic_synthesis,async_reset_ff_frac,0,
hold_path,whs_path_depth,2,
clock_tree,postCtsHoldBufs,0,
worst_setup_path,rr_startpoint,"out[1]$_SDFF_PP0_",
logic_synthesis,top_area_frac,0.432,
placement,place_ws,-75.4,ps
clock_tree,cts_tree,"done",
hold_path,min_path_type,"flop to flop",
worst_setup_path,reg2reg_to,"out[3]$_SDFF_PP0_",
final_timing,timing.final.max_slew_violations,0,
logic_synthesis,ys_ff,4,
floorplanning,rows,21,
finish,syn_to_final_growth,101,%
final_timing,setup_ws,-31.2,ps
worst_setup_path,cp-startpoint,"out[1]$_SDFF_PP0_",
final_timing,setup_tns,-31.2,ps
worst_setup_path,cp-end-kind,"flop",
power_and_ir_drop,switchingPower,0.000100,W
hold_path,hold_end,"out[0]$_SDFF_PP0_",
finish,largest-register,"out",
power_and_ir_drop,p_leak,0.137,nW
clock_tree,cts.sinks,4,
logic_synthesis,ys_top_logic_family,"simple AND/OR/NAND/NOR gates",
worst_setup_path,cp_max_fo,3,
route,wl_per_cell,6.62,microns
power_and_ir_drop,pwr-share-clk,0.431,
route,vias,171,
placement,io_buffers,5,
finish,fin_cells,77,
hold_path,worstHoldStart,"out[0]$_SDFF_PP0_",
logic_synthesis,syn_inst,19,
global_routing,grt_overflow_total,0,
clock_tree,cts.htree.levels,1,
worst_setup_path,reg2reg_slack,-30,ps
logic_synthesis,synth_top_cell_by_count,"dfxtp_1",
route,antenna_left,0,
logic_synthesis,largest_area_cell,"dfxtp_1",
logic_synthesis,synth_area_per_cell,9.75,sq um
run_status,violations,"negative setup slack",
final_timing,setup_viol,1,
power_and_ir_drop,p_comb_frac,0.174,
route,drt-initial-drc-count,4,
placement,place_inst,72,
global_routing,use_met2,0.0201,
logic_synthesis,top_cells_by_count,"dfxtp_1 (4), ha_1 (2), nand2_1 (2), nor2_1 (2), nor3b_1 (2)",
worst_setup_path,critPathLaunchType,"flop",
route,viasPerCell,2.22,
floorplanning,die_w,80,microns
run_status,outcome,"finished, violations left",
clock_tree,path_clk_slew,40,ps
run,warning_count,28,
logic_synthesis,simple_gate_share,0.297,
global_routing,track_usage,0.0172,
worst_setup_path,critPathRequiredTime,1120,ps
finish,reg.largest.list,"out: 4 flops",
final_timing,rsz0062_at_grt,"true",
global_routing,grtUsageMet1,0.0207,
power_and_ir_drop,switching_share,0.221,
final_timing,period_minus_slack,1030,ps
final_timing,fmax,970,MHz
clock_tree,numCtsBuffers,3,
finish,drive_gt1_frac,0.516,
floorplanning,chipArea,6400,sq um
finish,largest_reg_flops,4,
floorplanning,core_area,3420,sq um
power_and_ir_drop,peakVddDrop,711,uV
route,drc_errors,0,
logic_synthesis,ys_sh_aoi,0.115,
placement,gp_congestion,0.667,
logic_synthesis,ys_warn_count,1,
clock_tree,clockBufferDepth,2,
global_routing,grt_max_degree,7,
final_timing,worst_pin_slew,200,ps
power_and_ir_drop,intPower,0.000353,W
worst_setup_path,rr_worst_depth,5,
final_timing,period_used_share,1.03,
logic_synthesis,top_cells_by_area,"dfxtp_1 (43%), ha_1 (14%), nor3b_1 (8.1%), and3_4 (6.1%), o31a_1 (4.7%)",
worst_setup_path,arrival,1150,ps
logic_synthesis,synth_top_flop_cell,"dfxtp_1",
worst_setup_path,worst-setup-path-type,"flop to flop",
==> power by group through the flow <==
stage / Combinational [W] / Clock, W / Sequential, W
CTS: 0.0000786 / 0.000208 / 0.000179
global route: 0.0000893 / 0.000229 / 0.000180
finish: 0.0000792 / 0.000196 / 0.000179
==> per-stage QoR <==
stage          instance area (sq um)  hold WS [ps]  total power, W    util
6_report                         372           523        0.000454   0.109
5_1_grt                          372           557        0.000499   0.109
4_1_cts                          375           517        0.000465   0.110
3_5_place_dp                     308           475        0.000233  0.0901
3_3_place_gp                     308           458        0.000231  0.0901
2_1_floorplan                    185           328        0.000199       -
==> area by class of cell <==
class	count	area, sq um	area share
clock buffer	3	22.5	0.0606
multi-input combinational	14	120	0.323
sequential	4	83.8	0.226
timing repair buffer	9	81.3	0.219
inverter	1	6.26	0.0168
tap	46	57.6	0.155
==> how the worst max path moves through the flow <==
stage	end	slack [ps]	cells past startpoint
after global routing	out[3]$_SDFF_PP0_	-80	5
after CTS	out[3]$_SDFF_PP0_	-30	5
final	out[3]$_SDFF_PP0_	-30	5
==> layout by cell type (no fill, tap or decap), types with 2 or more instances in the layout <==
cell,instances
buf_4,2
buf_6,2
clkbuf_4,3
clkdlybuf4s15_1,2
dfxtp_2,3
nor2_1,2
nor3b_1,2
==> repair_timing <==
item,in CTS,in global routing
resized,19,2
pin swaps,1,0
buffers inserted,2,0
endpoints found under the setup margin,7,7
==> critical path, cell delays in order, from the launching register on <==
cell	delay, ps
dfxtp_2	310
buf_6	120
inv_4	50
ha_4	110
nor3b_1	40
o31a_1	290
==> cell families (layout without fill, tap and decap cells) <==
family	count (synthesis)	count (layout)
AND-OR/OR-AND	3	3
AND/OR/NAND/NOR	9	9
flip-flops	4	4
adder cells (fa/ha/maj)	2	2
buffers and inverters	1	13
==> metal layers <==
layer,vias to the layer above,routed length (microns)
met5,-,0
met4,0,0
met3,0,77
met2,9,170
met1,72,262
li1,90,-
Power is estimated from default activity; no workload was simulated.
